==> ./design.v <==
`timescale 1ns / 1ps
module ALU#(
    parameter REGISTER_LEN = 10
)
(
    input [3:0]                 Cal_value   ,    
    input [2:0]                 OP          ,
    input [REGISTER_LEN-1:0]    A           ,
    input [REGISTER_LEN-1:0]    B           ,
    output reg [REGISTER_LEN:0] R
    );
    always @ (*) begin
    case (OP)
        3'b001:R <= A < B ? 1: 0;
        3'b000:R <= A;
        3'b010:R <= A + Cal_value;
        3'b011:R <= A - Cal_value;
        3'b100:R <= A + B;
        3'b101:R <= A - B;
        3'b110:R <= A & B;
        3'b111:R <= A | B;   
        default: R <= A;
    endcase
    end
endmodule
`timescale 1ns / 1ps
module CalPart#(
    parameter REGISTER_LEN = 10
)
(
    input                           Clock   ,
    input                           IE      ,
    input                           ZE      ,
    input                           OE      ,
    output reg                      Q =0    ,
    output reg  [REGISTER_LEN-1:0]  DataOut ,
    input [REGISTER_LEN-1:0]        DataIn  ,
    input                           WE      ,
    input [1:0]                     WA      ,
    input                           RAE     ,
    input [1:0]                     RAA     ,
    input                           RBE     ,
    input [1:0]                     RBA     ,
    input [2:0]                     OP      ,
    input [3:0]                    Cal_value
    );
    wire [REGISTER_LEN - 1:0] RFIN = IE ? DataIn : R[REGISTER_LEN - 1:0];
    wire [REGISTER_LEN - 1:0] A;
    wire [REGISTER_LEN - 1:0] B;
    wire [REGISTER_LEN    :0] R;
    RF RF_inst(
        .Clock(Clock),
        .RFIN (RFIN),
        .WE   (WE),
        .WA   (WA),
        .RAE  (RAE),
        .RAA  (RAA),
        .RBE  (RBE),
        .RBA  (RBA),
        .A    (A),
        .B    (B)
    );
    ALU ALU_inst(
        .Cal_value  (Cal_value),
        .OP         (OP),      
        .A          (A),       
        .B          (B),        
        .R          (R)
    );
    always @ (posedge Clock) begin
        if(ZE)
            Q <= R == 0;
    end
    always @ (*) begin
        if(OE)
            DataOut <= R;
    end
endmodule
`timescale 1ns / 1ps
module RF #(
    parameter  REGISTER_LEN = 10
)
(
    input                           Clock   ,
    input [REGISTER_LEN-1:0]        RFIN    ,
    input                           WE      ,
    input [1:0]                     WA      ,
    input                           RAE     ,
    input [1:0]                     RAA     ,
    input                           RBE     ,
    input [1:0]                     RBA     ,
    output reg [REGISTER_LEN-1:0]   A       ,
    output reg [REGISTER_LEN-1:0]   B
    );
    reg [REGISTER_LEN - 1:0] register [3:0];
    always @ (posedge Clock) begin
        if(RAE)
            A <= register[RAA];
    end   
    always @ (posedge Clock) begin
        if(RBE)
            B <= register[RBA];
    end
    always @ (posedge Clock) begin
        if(WE)
            register[WA] <= RFIN;
    end
endmodule
==> ./run.sh <==
#!/bin/bash
# OpenROAD 26Q1-2900-gdf79404cd8, Yosys 0.63+post, stock flow scripts
make -C /OpenROAD-flow-scripts/flow DESIGN_CONFIG=/design/flow/config.mk WORK_HOME=/design/flow/orfs finish
==> ./config.mk <==
export PLATFORM = sky130hd
export DESIGN_NAME = CalPart
export DESIGN_NICKNAME = CalPart
export VERILOG_FILES = /design/flow/design.v
export SDC_FILE = /design/flow/constraint.sdc
export NUM_CORES = 4
export LEC_CHECK = 1
export CORE_UTILIZATION = 30
==> ./constraint.sdc <==
current_design CalPart

set clk_period 8.1
set clk_io_pct 0.2

create_clock -name clk0 -period $clk_period [get_ports {Clock}]

set non_clock_inputs [all_inputs -no_clocks]
set_input_delay [expr $clk_period * $clk_io_pct] -clock clk0 $non_clock_inputs
set_output_delay [expr $clk_period * $clk_io_pct] -clock clk0 [all_outputs]
==> flow_summary.toml <==
# synthesis and place-and-route metrics
[outcome]
status = "finished clean"

[final_timing]
unclocked_pins = 10
period_minus_slack_ps = 6100
timing_hold_violations_final = 0
tns_ps = 0
rsz0062_at_grt = "false"
drv_slew = 0
finalSetupViolations = 0
untimed_endpoints = 20
skew_ps = 8.43
maxSlewHeadroom = 0.463
fin_ws_ps = 2000
worstMarginPinSlew_ps = 786
max_freq_ghz = 0.164
period_used_share = 0.753

[logic_synthesis]
async_flop_share = 0
netlist_instances = 382
area_leaders = "edfxtp_1, ha_1, mux4_2"
mux_share = 0.128
syn_area_sq_mm = 0.00454
largest_area_cell = "edfxtp_1"
ys_ff = 71
most_common_cell = "edfxtp_1"
synth.cells.most_frequent = "edfxtp_1, ha_1, inv_1"
syn_avg_cell_area_sq_um = 11.9
netlist_logic_family_top = "AND-OR/OR-AND gates"
top_cell_area_share = 0.403
ys_sh_simple = 0.0998
ys_area_sq_mm = 0.00454
yosys_cells = 382
yosys.area_share.aoi = 0.138
synth_xor_xnor_area_share = 0.0251
yosys_warnings = 3
synth-main-ff-cell = "edfxtp_1"
adder_share = 0.127
synth_cell_types = 65
edf_count = 61

[cts]
root_buffer = "clkbuf_16"
path_clk_slew_ps = 50
post_cts_buffers = 0
holdBufCountCts = 0
clock_path_buffers = 2
cts_resized = 0
htreeDepth = 3
cts_tree = "yes"
worstSkewPairLatency_ps = 320
cts_made_buffers = 9

[routing]
wire_per_inst_um = 17.0
viasPerCell = 5.21
drtIter0Drc = 143
vias = 3182
antenna_left = 0
antenna-diode-count = 0
drcViolationCount = 0
drt-total-wl_um = 10400
dr.pass1.iters = 20

[pwr]
pwr_density_cell_mw_per_mm2 = 181
p_total_mw = 0.978
vdd_drop_max_mv = 0.108
p_leak_nw = 2.09

[global_route]
grt_pass1_wl_um = 16900
antenna_found_initial = 0
overflow = 0
grt_start_max_net_pins = 33
first_global_vias = 3231
track_usage = 0.144

[floorplanning]
die_height_um = 125
coreArea_sq_mm = 0.0146
die_w_um = 125
io_pins = 41
row_count = 44
fp_util = 0.310
dieArea_sq_mm = 0.0156

[cells_and_area]
fin_cells = 611
fillers = 1384
seq_area_sq_mm = 0.00198
syn_to_final_growth_pct = 18.8
final_layout_size_suffix_gt1_frac = 0.141
mi_logic_area_sq_mm = 0.00236

[setup_path]
rrSetupSlack_ps = 4360
crit_path_end_kind = "flop"
cp_num_buf_inv = 2
cpMaxStageDelayCell = "clkdlybuf4s50_1"
path_class = "primary input to flop"
cp.required_ps = 8240
path_delay_family = "simple AND/OR/NAND/NOR gates"
cp-start-kind = "primary input"
path_cells = "clkdlybuf4s50_1 -> or3b_2 -> o21ai_0 -> ha_1 -> inv_1 -> fa_1 -> or2b_1 -> a21oi_1 -> xor2_1 -> a221o_2 -> or4b_1 -> or4_1 -> nor4_2"
cp_max_fo = 24
slowest_delay_ps = 820
critPathArrivalTime_ps = 6250

[min_path]
hp-class = "flop to flop"

[placement]
place_inst = 595
portBuffers = 40
gp_congestion = 0.860
dpl_worst_slack_ps = 1690
hpwlAfterDp_um = 8160

[flow_run]
tool_warnings = 46
drv_cap = 0
-- flip-flops by register name, indices dropped and copies added, names as in the netlist --
register          count
Q                     1
RF_inst.B            10
RF_inst.A            10
DataOut              10
RF_inst.register     40
-- per-layer routing --
layer	GRT usage	up-vias	wire length (um)
met2	0.239	109	5050
li1	-	1539	-
met3	0.0419	11	703
met4	0.0230	0	174
met1	0.195	1523	4460
met5	0	-	0
-- worst register-to-register path, stage by stage, from the launching register on --
cell	delay [ps]
edfxtp_1	410
inv_1	100
o21ai_0	170
ha_1	210
inv_1	60
fa_1	390
or2b_1	250
a21oi_1	180
xor2_1	90
a221o_2	420
or4b_1	550
or4_1	500
nor4_2	230
-- placed cells by master (no fill, tap or decap), drive strengths merged, types with 3 or more instances in the layout --
cell	count
buf	3
a21o	6
nand2b	5
clkdlybuf4s50	40
nor3b	3
nor2b	6
dlxtp	10
or3b	4
nor2	22
clkbuf	11
a21oi	22
a221o	4
o21ai	16
o22ai	12
inv	32
nor3	4
mux4	20
mux2	10
ha	43
clkinv	3
or2	3
edfxtp	61
xor2	6
xnor2	7
a211oi	3
a22oi	8
nand2	16
nand3	5
-- through the flow --
stage	hold WS, ps	instance area [sq um]	utilization
2_1_floorplan	629	4540	-
3_3_place_gp	634	5110	0.349
3_5_place_dp	644	5110	0.349
4_1_cts	655	5400	0.368
5_1_grt	672	5400	0.368
6_report	655	5400	0.368
-- power breakdown --
part	total [mW]	internal, mW	switching, mW
Clock	0.357	0.235	0.121
Sequential	0.398	0.383	0.0147
Combinational	0.224	0.107	0.117
Total	0.978	0.725	0.253
-- cell type report --
cell class / count / share of cell area
clock buffers: 11 / 0.0431
clock inverters: 5 / 0.00951
inverters: 32 / 0.0223
multi-input cells: 265 / 0.437
repair buffers: 43 / 0.0784
well taps: 184 / 0.0427
flip-flops and latches: 71 / 0.367
-- cell families (layout without fill, tap and decap cells) --
group	Yosys count	in the layout
latches	10	10
buf+inv	46	91
flops	61	61
simple gates	83	83
xor+xnor	13	13
mux	32	32
fa+ha+maj	45	45
compound gates	92	92
-- path summary, 6_finish.rpt --
| check | start | end | cells after the start |
|---|---|---|---|
| worst max register to register | RF_inst.B[0] | Q | 12 |
| worst min register to register | RF_inst.register[2][4] | RF_inst.B[4] | 1 |
| worst min-delay path | RF_inst.register[2][4] | RF_inst.B[4] | 1 |
| worst max-delay path | OP[1] | Q | 13 |
Power is estimated from default activity; no workload was simulated.
